[flow/config.mk]
export PLATFORM = sky130hd
export DESIGN_NAME = IDEXE
export DESIGN_NICKNAME = IDEXE
export VERILOG_FILES = /design/flow/design.v
export SDC_FILE = /design/flow/constraint.sdc
export NUM_CORES = 4
export LEC_CHECK = 1
export CORE_AREA = 10 10 161 161
export DIE_AREA = 0 0 171 171
[flow/constraint.sdc]
current_design IDEXE

set clk_period 1.0
set clk_io_pct 0.2

create_clock -name clk0 -period $clk_period [get_ports {clk}]

set non_clock_inputs [all_inputs -no_clocks]
set_input_delay [expr $clk_period * $clk_io_pct] -clock clk0 $non_clock_inputs
set_output_delay [expr $clk_period * $clk_io_pct] -clock clk0 [all_outputs]
[flow/design.v]
`timescale 1ns / 1ps
module ProgramCounter(
    input [31:0] newPc,
    input clk,
    output reg [31:0] Pc);
    always @ (posedge clk) begin
        Pc = newPc;
    end
endmodule
module adder (
    input [31:0] Pc,
    output reg [31:0] newPc);
    initial begin
        newPc = 32'd100;
    end
    always @ (*) begin
        newPc = Pc + 4;
    end
endmodule
module IFID(
    input [31:0] doin,
    input clk,
    output reg [31:0] doout);
    always @ (posedge clk) begin
        doout = doin;
    end
endmodule
module InstrFetch(
    input [31:0] a,
    output reg [31:0] do
    );
    reg [31:0]mem[0:128];
    initial
    begin    
        mem[32'd100] = 32'h8C220000;
        mem[32'd104] = 32'h8C230004;
        mem[32'd108] = 32'h8C240008;
        mem[32'd112] = 32'h8c25000C;
        mem[32'd116] = 32'h004A3020;
    end
    always @ (*)
    begin
        do = mem[a];
    end
endmodule
module ControlUnit(
    input [31:0] op,
    output reg wreg,
    output reg m2reg,
    output reg wmem,
    output reg[1:0] aluc,
    output reg aluimm,
    output reg regrt    
    );
    reg [5:0] opcode;
    always @ (*)
    begin 
        opcode = op[31:26];
        case(opcode)
            6'b000000:
            begin
                regrt=0;
                aluc=2'b10;
                wreg=1;
                aluimm=0;
                wmem=0;
                m2reg=0;
            end
            default:
            begin
                regrt=1;
                aluc=2'b00;
                wreg=1;
                aluimm=1;
                wmem=0;
                m2reg=1;
            end
        endcase
    end
endmodule
module RorI(
    input [31:0] rd,
    input regrt,
    output reg[4:0] stuff
);
    wire[4:0] rd2;
    wire[4:0] rt;
    assign rd2 = rd[15:11];
    assign rt = rd[20:16];
    always @ (*)
    begin
        case(regrt)    
            1'b0:stuff=rd2;
            1'b1:stuff=rt;
        endcase
    end
endmodule
module InstrReg(
    input [31:0] rna,  
    input clk,
    input we,
    input [4:0] wn,
    input [31:0] d,
    output reg[31:0] QA,
    output reg[31:0] QB
    );
    reg[4:0] rnaa;
    reg[4:0] rnb;
    reg [31:0]ireg[0:31];
    integer i;
    initial 
    begin        
        for (i=0; i < 32; i=i+1) begin
            ireg[i]=32'd0; 
        end
    end
    always @ (posedge clk)
    begin
        case(we)
            1'b0:ireg[wn]=d;
            1'b1:ireg[wn]=d;
        endcase
    end
    always @ (negedge clk) begin
        rnaa = rna[25:21];
        rnb = rna[20:16];
        QA = ireg[rnaa];
        QB = ireg[rnb];
        $display("%b %b",ireg[rnaa], ireg[rnb]);
    end
endmodule    
module signext(
    input [31:0] imm,
    output reg[31:0] imm2 
    );
    reg[15:0] immtemp;
    reg[31:0] temp;
    always @ (*)
    begin
        immtemp = imm[15:0];   
        immtemp = immtemp>>15;
        case(immtemp)
            16'd1:
            begin
                temp[15:0] = imm[15:0];
                temp[31:16] = 16'h1111;
                imm2 = temp;
            end
            default:
            begin
                temp[15:0] = imm[15:0];
                temp[31:16] = 16'h0000;
                imm2 = temp;
            end
        endcase
     end
endmodule
module IDEXE(
    input clk,
    input wreg,
    input m2reg,
    input wmem,
    input [1:0] aluc,
    input aluimm,
    input [4:0] writeback,
    input [31:0] QA,
    input [31:0] QB,
    input [31:0] imm,
    input [31:0] immext,
    output reg ewreg,
    output reg em2reg,
    output reg ewmem,
    output reg[1:0] ealuc,
    output reg ealuimm,
    output reg[4:0] wn,
    output reg[31:0] eQA,
    output reg[31:0] eQB,
    output reg[5:0] eimm,
    output reg[31:0] eimm2
    );
    always @ (posedge clk) begin
        ewreg=wreg;
        em2reg=m2reg;
        ewmem=wmem;
        ealuc=aluc;
        ealuimm=aluimm;
        wn=writeback;
        eQA=QA;
        eQB=QB;
        eimm2=immext;
        eimm=imm[5:0];
    end
endmodule
module eQBorIMM2(
    input ealuimm,
    input [31:0] eQB,
    input [31:0] eimm2,
    output reg[31:0] select
    );
    always @ (*) begin
    case(ealuimm)
        1'b0:select=eQB;
        1'b1:select=eimm2;
    endcase
    end
endmodule
module ALUcontrol(
    input [1:0] aluop,
    input [5:0] func,
    output reg[3:0] aluc
    );
    always @ (*)
    begin
        case(aluc)
            2'b01:aluc=4'b0110;  
            2'b10:
            begin
                case(func)
                    6'b100000:aluc=4'b0010;  
                    6'b100010:aluc=4'b0110;  
                    6'b100100:aluc=4'b0000;  
                    6'b100101:aluc=4'b0001;  
                    6'b101010:aluc=4'b0111;  
                endcase
            end
            default: aluc=4'b0010;  
        endcase
    end
endmodule
module ALU(
    input [31:0] a,
    input [31:0] b,
    input [3:0] aluc,
    output reg [31:0] r
);
    always @ (*) begin
        case(aluc)
            4'b0010: r=a+b;  
            4'b0110: r=a-b;  
            4'b0000: r=a&b;  
            4'b0001: r=a|b;  
            4'b0111: r=a<b;  
        endcase
    end
endmodule
module EXEMEM(
    input clk,
    input ewreg,
    input em2reg,
    input ewmem, 
    input [4:0] ewn,
    input [31:0] er,
    input [31:0] eeQB,
    output reg mwreg,
    output reg mm2reg,
    output reg mwmem,
    output reg[4:0] mwn,
    output reg[31:0] mr,
    output reg[31:0] meQB
);
    always @ (posedge clk) begin
        mwreg=ewreg;
        mm2reg=em2reg;
        mwmem=ewmem;
        mwn=ewn;
        mr=er;
        meQB=eeQB;
    end
endmodule
module DataMem(
    input we,
    input [31:0] a,
    input [31:0] di,
    output reg[31:0] do
    );
    reg [31:0]dmem[0:128];
    initial
    begin
        dmem[32'd0] = 32'hA00000AA;
        dmem[32'd4] = 32'h10000011;
        dmem[32'd8] = 32'h20000022;
        dmem[32'd12] = 32'h30000033;
        dmem[32'd16] = 32'h40000044;
        dmem[32'd20] = 32'h50000055;
        dmem[32'd24] = 32'h60000066;
        dmem[32'd28] = 32'h70000077;
        dmem[32'd32] = 32'h80000088;
        dmem[32'd36] = 32'h90000099;
    end
    always @ (*) begin
        case(we)
            1'b0:
            begin
                do=dmem[a];
            end
            1'b1:
            begin
                dmem[a]=di;
            end
        endcase
    end
endmodule
module MEMWB(
    input clk,
    input mwreg,
    input mm2reg,
    input [4:0] mwn,
    input [31:0] mr,
    input [31:0] do,
    output reg wwreg,
    output reg wm2reg,
    output reg[4:0] wn,
    output reg[31:0] wr,
    output reg[31:0] wdo
    );
    always @ (posedge clk) begin
        wwreg=mwreg;
        wm2reg=mm2reg;
        wn=mwn;
        wr=mr;
        wdo=do;
    end
endmodule
module wb(
    input [31:0] wr,
    input [31:0] wdo,
    input wm2reg,
    output reg[31:0] d
    );
    always @ (*) begin
        case(wm2reg)
            1'b0:d=wr;
            1'b1:d=wdo;
        endcase
    end
endmodule
[flow/run.sh]
#!/bin/bash
# OpenROAD 26Q1-2900-gdf79404cd8, Yosys 0.63+post, stock flow scripts
make -C /OpenROAD-flow-scripts/flow DESIGN_CONFIG=/design/flow/config.mk WORK_HOME=/design/flow/orfs finish
==> deck_impl_summary.md <==
Run Summary

Worst setup path
  – Maximum fanout along the worst path: 1
  – Cell class contributing the biggest share of worst-path delay: flip-flops
  – Crit path DRT: 0.80 ns
  – Bufs and invs on worst path: 1
  – CP peak stage delay: 0.31 ns
  – Cell with the largest stage delay on the worst path: dfxtp_2
  – Critical Path, Cell by Cell: buf_2
  – Worst Path Arrival: 0.82 ns
  – Critical Path Start Type: flop
  – Category of the most critical setup path: reg -> out
  – Crit path capture type: output port

Detailed routing
  – Via Count: approximately 1,700
  – Final wirelength: 8.005 mm
  – Routed WL per cell: between 10 and 15 um
  – DRC errors left: 0
  – Remaining antenna violation count: 0
  – Detailed router's first-iteration violation count: 34
  – Vias per cell: 2.653
  – Iteration count of the initial detailed-routing pass: 2

Pwr
  – Pwr Density: 2336 nW/um2
  – Leak pwr: 2.129 nW
  – Peak supply drop: roughly 0.0009 V
  – Total power: ~12 mW

Die
  – I/O Pins: 253
  – Cell Rows: between 50 and 60
  – FP Util: 0.1002
  – Die H: between 150 and 200 um
  – Die Wd: 171 um
  – DIE AREA: around 29,000 um2
  – Core Area: 22,570 um2

Flow run
  – Maxcap violations: 0
  – OpenROAD warnings: 53

Status
  – Failing checks: setup timing
  – Outcome: finished with violations

Clock network
  – H-tree depth: 4
  – Clock sinks: 113
  – Worst-path clk slew: ~0.06 ns
  – Clock Tree Buf Depth: 2
  – # Post-CTS Setup Buffers: 0
  – CTS tree: done
  – CTS Buf Count: 17
  – CTS root buf: clkbuf_16

Timing
  – Total negative setup slack: -0.2040 ns
  – Final Hold Fails: 0
  – Setup-failing EPs final: 40
  – Unrepaired setup endpoints after global routing: true
  – Fmax: 980.6 MHz
  – Slew HR: 0.8852
  – Slew at the pin closest to its max-slew limit: 0.1722 ns
  – Final min period: 1.020 ns
  – Slew Viols, Final: 0
  – Crit share post-route: 1.020
  – Setup slack after layout: -0.01975 ns

Synthesis
  – Yosys warning count: 1
  – Post-synthesis sequential area ratio: 1.000
  – Flops after synth: about 110
  – Mean post-synth cell area: 20.02 um2
  – Syn Inst Count: 113
  – YS chip area: 2262 um2
  – Yosys Instances: approximately 110
  – Synthesized area: 2262 um2
  – Yosys cell types: 1

Global routing
  – Initial antenna violation count: 1
  – Total GRT Usage: 0.05249
  – Largest net degree at the start of global routing: 17
  – First-pass GRT wire length: around 12 mm
  – Vias in the first global route: 1,878
  – Total global routing overflow: 0

Cells and area
  – Share of layout cells above drive strength 1: 0.4205
  – Number of logic gates: 0
  – Non-Filler Instances: 657
  – Most frequent cells in the layout: clkdlybuf4s50_1, buf_2, dfxtp_1
  – Logic area: 0 um2
  – Layout area overhead: 117.8%

Place
  – Dpl hpwl: 6.321 mm
  – Pre-CTS setup slack: 0.001323 ns
  – IO Port Bufs: 226
  – Placed insts: 624
  – Final Wtd Congestion: roughly 0.71

Hold path
  – Min-Delay Path Class: in -> reg
==> logic make-up after synthesis <==
kind of cell | after synthesis | synth area share
flops | 113 | 1.000
==> area by class of cell <==
cell class | count | area (um2)
repair buffers | 226 | 1697
fillers | 2442 | 17640
flip-flops and latches | 113 | 2276
well taps | 285 | 356.6
clock inverters | 15 | 170.2
clock buffers | 17 | 425.4
diodes | 1 | 2.502
==> power by group <==
| part | internal (mW) | switching [mW] | leakage [nW] |
|---|---|---|---|
| Sequential | 4.75 | 0.0437 | 0.954 |
| Combinational | 0.525 | 0.104 | 0.887 |
| Clock | 3.75 | 2.34 | 0.289 |
| Total | 9.02 | 2.49 | 2.13 |
==> layer usage <==
layer  routed length, um  GRT usage
met5                   0          0
met4                 133    0.01059
met3                2180    0.06115
met2                2738    0.06396
met1                2953    0.05785
==> sequential cells by signal, summed over array words and instances (netlist names) <==
name / flops
eQB: 32
ealuc: 2
ealuimm: 1
eQA: 32
eimm2: 32
ewreg: 1
eimm: 6
ewmem: 1
em2reg: 1
wn: 5
==> synth_stat cells, drive strengths merged <==
| master | instances | area share |
|---|---|---|
| dfxtp | 113 | 1.0 |
==> path summary, 6_finish.rpt <==
path / start / end / cells past startpoint
hold / removal: QB[15] / eQB[15] / 1
setup / recovery: eQB[26] / eQB[26] / 1
==> repair_timing <==
| item | 4_1_cts | 5_1_grt |
|---|---|---|
| hold buffers | 0 | 0 |
| cloned | 0 | 0 |
| setup endpoints to repair | 113 | 113 |
| resized | 355 | 8 |
==> stage by stage <==
stage	utilization	cell area [um2]	hold WS [ns]
4_1_cts	0.2177	4915	0.1965
2_1_floorplan	-	2262	0.2277
6_report	0.2183	4927	0.2260
3_3_place_gp	0.2162	4881	0.6486
3_5_place_dp	0.2162	4881	0.6516
5_1_grt	0.2182	4925	0.1973
Power is estimated from default activity; no workload was simulated.
